**flow/run.sh**
```bash
#!/bin/bash
# OpenROAD 26Q1-2900-gdf79404cd8, Yosys 0.63+post, stock flow scripts
make -C /OpenROAD-flow-scripts/flow DESIGN_CONFIG=/design/flow/config.mk WORK_HOME=/design/flow/orfs finish
```
**flow/config.mk**
```make
export PLATFORM = sky130hd
export DESIGN_NAME = EXMEM
export DESIGN_NICKNAME = EXMEM
export VERILOG_FILES = /design/flow/design.v
export SDC_FILE = /design/flow/constraint.sdc
export NUM_CORES = 4
export LEC_CHECK = 1
export CORE_AREA = 10 10 137 137
export DIE_AREA = 0 0 147 147
```
**flow/constraint.sdc**
```tcl
current_design EXMEM

set clk_period 1.0
set clk_io_pct 0.2

create_clock -name clk0 -period $clk_period [get_ports {Clk}]

set non_clock_inputs [all_inputs -no_clocks]
set_input_delay [expr $clk_period * $clk_io_pct] -clock clk0 $non_clock_inputs
set_output_delay [expr $clk_period * $clk_io_pct] -clock clk0 [all_outputs]
```
**flow/design.v**
```verilog
`timescale 1ns/1ns
module EXMEM(Clk, WB_IN, MEM_IN, BranchPC_IN, Zero_IN, AluResult_IN, RD2_IN, WR_IN, WB_OUT, MEM_OUT, BranchPC_OUT, Zero_OUT, AluResult_OUT, RD2_OUT, WR_OUT);
input Clk;
input [1:0] WB_IN;
input [2:0] MEM_IN;
input [31:0] BranchPC_IN, AluResult_IN, RD2_IN;
input Zero_IN;
input [4:0] WR_IN;
output reg [1:0] WB_OUT;
output reg [2:0] MEM_OUT;
output reg [31:0] BranchPC_OUT, AluResult_OUT, RD2_OUT;
output reg [0:0] Zero_OUT;
output reg [4:0] WR_OUT;
always @(posedge Clk) begin
    WB_OUT <= WB_IN;
    MEM_OUT <= MEM_IN;
    BranchPC_OUT <= BranchPC_IN;
    AluResult_OUT <= AluResult_IN;
    RD2_OUT <= RD2_IN;
    Zero_OUT <= Zero_IN;
    WR_OUT <= WR_IN;
end
endmodule
```
==> Changelog: implementation <==
### Implementation results

- Largest net degree at the start of global routing: 17
- # clock sinks: between 100 and 150
- Area grow syn2layout: 104.0%
- Cycle use final: 97.34%
- Worst slew pin tran: approximately 0.11 ns
- Max-cap viol count: 0
- CP peak stage delay: between 0.3 and 0.4 ns
- WS Path Type: reg2out
- Critical path's top delay family: flip-flops
- Hold_ws: between 0.2 and 0.3 ns
- Placer congestion estimate: 0.7050
- Combinational Gates: 0
- Syn Inst Count: around 110
- # placed instances: 537
- Placed cell area: 4554 µm²
- Synth Register Bits: ~110
- Final cell count without fillers: 554
- Min-delay worst type: in2reg
- IO Port Bufs: around 210
- GR Util All Layers: ~7.6%
- Synth Cell Area: around 2100 µm²
- Unique cell types: 1
- Worst slew margin: a little over 90%
- Setup bufs post-CTS: 0
- Max-slew violations: 0
- Minimum clock period: just under 1 ns
- Crit path buffers/inverters: 1
- Die Span Y: between 100 and 150 µm
- Layout cells sized above 1: between 40 and 50%
- Seq/Total Area, Yosys: about 100%
- Final Setup Violations: 0
- Crit path max fanout: 1
- Fin. Hold Viols: 0
- Gate Area: 0 µm²
- VDD IR max: around 730 µV
- Congestion Overflow GR: 0
- Leak: ~1.9 nW
- Fin area: between 4000 and 5000 µm²
- Crit path DRT: ~0.80 ns
- Core ar.: between 15,000 and 20,000 µm²
- DP Wirelength: approximately 7300 µm
- CTS tree: built
- Worst setup EP type: output port
- Via-to-Cell Ratio: 2.919
- Mapped Avg Cell Area: 20.02 µm²
- Vias after detailed routing: roughly 1,600
- Clk slew on worst S/H paths: 0.07 ns
- Synth Warn #: 1
- Die W: between 100 and 150 µm
- Initial antenna violation count: 3
- Register Area: 2163 µm²
- H-tree lvl count: 3
- WL/cell: about 15 µm
- FMAX: between 1 and 1.5 GHz
- CTS max path bufs: 2
- Ys cells: between 100 and 150
- Core Density at Floorplan: around 14%
- Filler instances: 1,644
- Top Ports: around 220
- Synth area leader: dfxtp_1
- Final wirelength: approximately 8500 µm
- Slowest library cell on the worst path: dfxtp_1
- CP arrival: just under 0.8 ns
- PwrDens: 1979 nW/µm²
- # rows: ~46
- Outcome: completed
- ANT nets after route: 0
- Hold_buf cts: 0
- Startpoint Class: flop
- Clk root buf: clkbuf_16
- Yosys synthesis chip area: 2142 µm²
- CTS Buf Count: 9
- Initial DRC count: 13
- Critical path, cell by cell: buf_2
- Tool Warnings: 27
- First-pass GRT wire length: about 12,000 µm
- Vias in the first global route: 1,829
- Die area: ~22,000 µm²
- Area share, top type: 100.0%
- Top cells by area: dfxtp_1
- DRC errors left: 0
- RSZ-0062 raised after global routing: true
- Drt first pass iters: 2
-- layout make-up --
class | instances | area share (%)
flip-flops and latches | 107 | 49.50
diodes | 1 | 0.05726
well taps | 216 | 6.184
clock inverters | 4 | 1.145
clock buffers | 12 | 5.640
repair buffers | 214 | 37.47
-- report_power, final --
group | internal, mW | switching, mW
Clock | 2.01 | 1.47
Combinational | 0.511 | 0.116
Sequential | 4.50 | 0.0470
Total | 7.01 | 1.64
-- synthesized netlist by cell type --
| cell | instances |
|---|---|
| dfxtp_1 | 107 |
-- flip-flops by register name, summed over array words and instances, names as in the netlist --
name / flops
AluResult_OUT: 32
RD2_OUT: 32
Zero_OUT: 1
WR_OUT: 5
BranchPC_OUT: 32
WB_OUT: 2
MEM_OUT: 3
-- logic make-up after synthesis --
group	after synthesis	synth area share, %
DFF	107	100.0
-- through the flow --
stage | setup slack [ns] | util, % | TNS (ns) | total power, mW
after floorplan | 0.5385 | - | 0 | 4.579
after global placement | -0.02688 | 28.77 | -0.1233 | 5.486
after detailed placement | -0.03258 | 28.77 | -0.1425 | 5.495
after CTS | -0.006979 | 27.44 | -0.02953 | 8.866
after global routing | -0.02096 | 27.60 | -0.1669 | 9.084
final | 0.02660 | 27.61 | 0 | 8.650
-- cell usage in the layout, fill, tap and decap left out, types with 2 or more instances in the layout --
master	netlist	layout
buf_2	0	102
clkdlybuf4s50_1	0	107
clkbuf_1	0	2
dfxtp_1	107	90
clkbuf_16	0	9
buf_6	0	5
dfxtp_2	0	17
clkinvlp_4	0	2
-- repair_timing --
action	CTS	global route
endpoints found under the hold margin	0	0
endpoints found under the setup margin	107	26
resized	358	8
-- routing by layer --
metal	vias to the layer above	part of all wire, %	global-route usage, %
met1	693	37	8.157
met2	126	46	12.05
met3	13	15	5.646
li1	781	-	-
met5	-	0.32	0
met4	4	2.0	1.338
-- worst paths after layout --
check	startpoint	end	slack (ns)	cells past startpoint
max	BranchPC_OUT[24]$_DFF_P_	BranchPC_OUT[24]	0.03	1
min	RD2_IN[29]	RD2_OUT[29]$_DFF_P_	0.29	1
Power and IR drop assume default switching activity.
