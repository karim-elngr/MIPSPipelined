### flow/run.sh
#!/bin/bash
# OpenROAD 26Q1-2900-gdf79404cd8, Yosys 0.63+post, stock flow scripts
make -C /OpenROAD-flow-scripts/flow DESIGN_CONFIG=/design/flow/config.mk WORK_HOME=/design/flow/orfs finish
### flow/config.mk
export PLATFORM = sky130hd
export DESIGN_NAME = ALU
export DESIGN_NICKNAME = ALU
export VERILOG_FILES = /design/flow/design.v
export SDC_FILE = /design/flow/constraint.sdc
export NUM_CORES = 4
export LEC_CHECK = 1
export CORE_UTILIZATION = 30
### flow/constraint.sdc
current_design ALU

set clk_period 14.9
set clk_io_pct 0.2

create_clock -name clk0 -period $clk_period

set non_clock_inputs [all_inputs -no_clocks]
set_input_delay [expr $clk_period * $clk_io_pct] -clock clk0 $non_clock_inputs
set_output_delay [expr $clk_period * $clk_io_pct] -clock clk0 [all_outputs]
### flow/design.v
`timescale 1ns/1ns
module ALU(In1, In2, ALUOP, OUT, Zero);
input [31:0] In1, In2; 
input [2:0] ALUOP;
output [31:0] OUT;
output Zero;
assign Zero = In1 == In2;
wire [31:0] add, sub, and0, or0, lt;
assign add = In1 + In2;
assign sub = In1 - In2;
assign and0 = In1 & In2;
assign or0 = In1 | In2;
assign lt = In1 < In2;
wire [31:0] alu_table [7: 0];
assign alu_table[3'b000] = and0;
assign alu_table[3'b001] = or0;
assign alu_table[3'b010] = add;
assign alu_table[3'b110] = sub;
assign alu_table[3'b111] = lt;
assign OUT = alu_table[ALUOP];
endmodule
==> flow_summary.yaml <==
# yosys + openroad results
drt:
  drc: 0
  drt_iter0_markers: 503
  final_antenna_net_count: 0
  viasPerCell: 5.42
  diodes: 0
  firstDrtPassIters: 6
  num_vias: 5920
  wl_per_cell_um: 16.7
  wirelength_um: 18300
setup_path:
  cp.arrival_ns: 6.76
  startpoint_type: "primary input"
  crit_chain: "clkdlybuf4s50_1, inv_1, ha_1, a211oi_1, o21ai_2, a31oi_4, nor4_1, or3b_4, a221oi_4, and3_1, o21ai_1, a31oi_1, clkdlybuf4s50_1"
  crit_buf_inv: 3
  crit_required_ns: 11.92
  cpPeakStageDelay_ns: 0.53
  crit_type: "in2out"
  cp_common_cell: "clkdlybuf4s50_1"
  cpMaxStageDelayCell: "clkdlybuf4s50_1"
  crit_fanout: 5
  endpoint_kind: "output pin"
  cpLargestDelayFamily: "AND-OR/OR-AND gates"
floorplanning:
  die_w_um: 134
  die_h_um: 134
  die_area_mm2: 0.0181
  coreArea_mm2: 0.0172
  io_pins: 100
  rows: 48
  fp_util_pct: 30.5
clocking:
  post_cts_buffers: 0
  cts_resized: 0
  hold_buffers: 0
grt:
  grt_overflow: 0
  grt_util_all_layers_pct: 20.8
  top_usage_layer: "met2"
  met1_usage_pct: 31.6
  grt_max_degree: 53
  grtUsageMet3_pct: 1.50
  grt_pass1_vias: 5563
  grt_pass1_wl_um: 29700
  use_met2_pct: 32.5
  antenna_found_initial: 0
placed_design:
  place_congestion: 0.969
  io_buffers: 100
  dpl.hpwl_um: 14400
final_timing:
  fmax_ghz: 0.103
  maxSlewViolCount: 0
  fin_tns_setup_ns: 0
  final-setup-viol-count: 0
  period_used_pct: 65.4
  tightest_slew_ns: 0.750
  grt_setup_unrepaired: "false"
  layout_min_cycle_time_ns: 9.74
  hold_viol: 0
  slew_headroom_pct: 49.8
synth:
  synthTopLogicFamily: "AND-OR/OR-AND gates"
  netlist_area_mm2: 0.00526
  netlist_top_cells_area: "ha_1, a21oi_1, inv_1"
  aoi_share_pct: 36.8
  synthMuxAreaShare_pct: 0.761
  simple_gate_area_share_pct: 20.1
  ys_area_mm2: 0.00526
  yosys_warnings: 97
  adder_share_pct: 25.7
  yosys.stat.seqShare_pct: 0
  top_cell_area_share_pct: 25.0
  ys_cells: 806
  largest_area_cell: "ha_1"
  syn_area_per_cell_um2: 6.53
  ys_types: 62
  xor_share_pct: 5.83
  synthCells: 806
outcome:
  outcome: "finished, final reports clean"
run:
  tool_warnings: 105
  cap_violations: 0
pwr:
  pwr-share-clk_pct: 0
  power_density_mw_per_mm2: 38.0
  p_comb_share_pct: 100.0
  switching_share_pct: 55.3
  p_int_uw: 108
  switchingPower_uw: 134
  p_leak_uw: 0.00287
  seq_power_share_pct: 0
  peakVddDrop_v: 0.0000189
layout:
  seq_cells: 0
  clockBufferCount: 0
  regArea_um2: 0
  drive_gt1_share_pct: 3.00
  fin_util_pct: 37.1
  area_delta_synth_final_pct: 21.5
  fillers: 1835
worst_hold_path:
  hold_path.class: "in2out"
[synth_stat cells (3+ instances only)]
| cell type | n |
|---|---|
| o22ai_1 | 6 |
| a21oi_1 | 80 |
| a32oi_1 | 3 |
| o21ai_1 | 7 |
| or3_1 | 5 |
| nor2b_1 | 13 |
| ha_1 | 105 |
| nor2_1 | 71 |
| xor2_1 | 7 |
| a211o_1 | 4 |
| nor4_1 | 10 |
| buf_2 | 13 |
| nand3_1 | 20 |
| a41oi_1 | 3 |
| a2111oi_0 | 3 |
| nand2_1 | 50 |
| nor3b_1 | 3 |
| and3_1 | 10 |
| a21o_1 | 17 |
| a21boi_0 | 3 |
| inv_1 | 96 |
| a221oi_1 | 8 |
| and2_1 | 4 |
| xnor2_1 | 28 |
| o21bai_1 | 8 |
| o211ai_1 | 6 |
| o221ai_1 | 9 |
| a22oi_1 | 8 |
| clkbuf_1 | 30 |
| inv_2 | 4 |
| nor3_1 | 16 |
| a31oi_1 | 23 |
| mux2i_1 | 4 |
| o21ai_0 | 56 |
| o31ai_1 | 7 |
| nand2b_1 | 9 |
| a211oi_1 | 17 |
| or4_1 | 5 |
| o31a_1 | 3 |
[area by class of cell]
type	count	area, um^2	area share (%)
multi-input combinational	661	4700	73.4
timing repair buffer	106	1040	16.3
inverter	100	375	5.87
tap	225	282	4.40
[stage by stage]
stage	power [uW]	instance area [um^2]	std cells	setup WS (ns)	hold slack, ns
after detailed placement	240	6390	1092	5.22	6.94
after global routing	269	6390	1092	4.92	7.01
final	243	6390	1092	5.16	6.94
after floorplan	152	5260	806	6.73	6.13
after global placement	241	6390	1092	5.18	6.95
after CTS	241	6390	1092	5.19	6.95
[per-layer routing]
layer / wire (um) / vias up
met2: 7920 / 207
met1: 9080 / 2702
met3: 983 / 16
met4: 285 / 0
met5: 0 / -
li1: - / 2995
[tightest hold or removal path, stage by stage]
cell and delay (ns):
buf_2 0.09, buf_4 0.29, nand2_1 0.12, o21ai_0 0.07
clkdlybuf4s50_1 0.39
[power by group through the flow]
| stage | registers [uW] | clock network (uW) | logic [uW] |
|---|---|---|---|
| 6_report | 0 | 0 | 243 |
| 5_1_grt | 0 | 0 | 269 |
| 4_1_cts | 0 | 0 | 241 |
[path summary, 6_finish.rpt]
| kind | startpoint | end | slack (ns) | depth (start not counted) |
|---|---|---|---|---|
| setup / recovery | In1[1] | OUT[31] | 5.16 | 13 |
| hold / removal | ALUOP[1] | OUT[3] | 6.94 | 5 |
[logic make-up after synthesis]
family | after synthesis
AOI/OAI and AO/OA | 293
buffers and inverters | 145
adders and majority gates | 107
and+or+nand+nor | 222
xor gates and xnor gates | 35
muxes | 4
[cell usage in the layout, fill, tap and decap left out, drive strengths merged, types with 21 or more instances in the layout]
| cell type | Yosys | routed |
|---|---|---|
| a21oi | 81 | 81 |
| a31oi | 24 | 24 |
| clkdlybuf4s50 | 0 | 99 |
| ha | 105 | 105 |
| inv | 100 | 100 |
| nand2 | 50 | 50 |
| nand3 | 21 | 21 |
| nor2 | 71 | 71 |
| o21ai | 65 | 65 |
| xnor2 | 28 | 28 |
No activity file was given, so power comes from the tool's default toggle rates.
