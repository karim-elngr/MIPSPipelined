--- /design/flow/constraint.sdc ---
current_design IDEX

set clk_period 1.0
set clk_io_pct 0.2

create_clock -name clk0 -period $clk_period [get_ports {Clk}]

set non_clock_inputs [all_inputs -no_clocks]
set_input_delay [expr $clk_period * $clk_io_pct] -clock clk0 $non_clock_inputs
set_output_delay [expr $clk_period * $clk_io_pct] -clock clk0 [all_outputs]
--- /design/flow/config.mk ---
export PLATFORM = sky130hd
export DESIGN_NAME = IDEX
export DESIGN_NICKNAME = IDEX
export VERILOG_FILES = /design/flow/design.v
export SDC_FILE = /design/flow/constraint.sdc
export NUM_CORES = 4
export LEC_CHECK = 1
export CORE_AREA = 10 10 182 182
export DIE_AREA = 0 0 192 192
--- /design/flow/design.v ---
`timescale 1ns/1ns
module IDEX(Clk, WB_IN, MEM_IN, EX_IN, PC_IN, RD1_IN, RD2_IN, IR_LO_EX_IN, WR1_IN, WR2_IN, WB_OUT, MEM_OUT, EX_OUT, PC_OUT, RD1_OUT, RD2_OUT, IR_LO_EX_OUT, WR1_OUT, WR2_OUT);
input Clk;
input [31:0] PC_IN, RD1_IN, RD2_IN, IR_LO_EX_IN;
input [4:0] WR1_IN, WR2_IN;
input [1:0] WB_IN;
input [2:0] MEM_IN;
input [3:0] EX_IN;
output reg [31:0] PC_OUT, RD1_OUT, RD2_OUT, IR_LO_EX_OUT;
output reg [4:0] WR1_OUT, WR2_OUT;
output reg [1:0] WB_OUT;
output reg [2:0] MEM_OUT;
output reg [3:0] EX_OUT;
always @(posedge Clk) begin
    PC_OUT <= PC_IN;
    RD1_OUT <= RD1_IN;
    RD2_OUT <= RD2_IN;
    IR_LO_EX_OUT <= IR_LO_EX_IN;
    WR1_OUT <= WR1_IN;
    WR2_OUT <= WR2_IN;
    WB_OUT <= WB_IN;
    MEM_OUT <= MEM_IN;
    EX_OUT <= EX_IN;
end
endmodule
--- /design/flow/run.sh ---
#!/bin/bash
# OpenROAD 26Q1-2900-gdf79404cd8, Yosys 0.63+post, stock flow scripts
make -C /OpenROAD-flow-scripts/flow DESIGN_CONFIG=/design/flow/config.mk WORK_HOME=/design/flow/orfs finish
==> run summary <==
Physical implementation.

- Of all cell types, the one taking the most synthesized area is sky130_fd_sc_hd__dfxtp_1.
- After synthesis, flip-flops and latches occupy roughly 100% of the total area.
- The wire length of the first global-routing pass is between 15 and 20 mm.
- The cell family contributing the most delay on the critical path is flip-flops.
- The unique cell type count in the Yosys netlist is 1.
- The most common cell after layout, fill and taps aside is sky130_fd_sc_hd__clkdlybuf4s50_1.
- The clock sink total is 147.
- The minimum clock period is about 1.1 ns.
- The multi-input combinational cells in the finished layout cover a total of 0 um^2.
- The max-slew headroom at the worst pin is between 80% and 90%.
- The pin closest to its max-slew limit shows a slew of roughly 0.18 ns.
- The number of CTS-inserted buffers is 17.
- The power density of the placed cells is about 2200 mW/mm^2.
- The first detailed-routing pass took 4 iterations.
- The area of the core is about 0.029 mm^2.
- For reference, the most critical setup path is categorized as reg2out.
- Per the detail_route report, routed wire per instance is approximately 14 um.
- Multi-input combinational cells in the finished layout were counted as 0.
- The cell at the slowest stage of the critical path is sky130_fd_sc_hd__dfxtp_2.
- According to the timing report, the data required time at the worst endpoint equals about 0.80 ns.
- The global routing usage summed across all routing layers is between 6 and 7%.
- The arrival time at the worst endpoint is roughly 0.85 ns.
- In this run the count of I/O pins placed on the die edge is around 300.
- The horizontal die dimension reported for this design is roughly 190 um.
- The number of buffers and inverters on the critical path is 1.
- The longest incremental delay of any stage on the critical path is reported as around 0.32 ns.
- Prior to clock tree synthesis, the placed netlist has a worst setup slack of -0.07796 ns.
- The post-route antenna net violation count is 0.
- The tool flagged a number of max-cap violations equal to 0.
- In this run, placement finished with an instance count of 825.
- Traced cell by cell, the critical path runs through buf_2.
- The initial antenna violation count is 0.
- Max-slew check failures listed in the final report amount to 0.
- The floorplan die height is around 190 um.
- Once the floorplan was initialized, standard cells occupied about a tenth of the core.
- By area the synthesized netlist is led by sky130_fd_sc_hd__dfxtp_1.
- Derived from the worst setup path, the maximum achievable clock frequency is around 950 MHz.
- The worst setup path is captured at a primary output.
- Looking at the clock tree report, the H-tree level count equals 4.
- According to the floorplan report, the total die area is about 0.037 mm^2.
- The area growth from synthesis to final layout is 113.9%.
- The cell count after synthesis is about 150.
- The flow ran to the end, but the final reports show violations.
- The number of inserted filler cells in the final layout is between 3,000 and 4,000.
- Summed over all layers, the global routing overflow is 0.
- The number of buffer cells added on primary ports is between 200 and 300.
- The startpoint type of the worst setup path is a flip-flop.
- In the routed layout, each cell is associated on average with a via count of between 2 and 3.
- Setup repair after global routing could not meet its margin everywhere.
- At the end of routability-driven placement, the weighted congestion stood at between 0.7 and 0.8.
- For reference, the clock transition at the flip-flops on the worst setup and hold paths is 0.07 ns.
- The wire length after detailed routing is 11.96 mm.
- The critical-path maximum fanout is 1.
- The post-route netlist has 42.07% of its cells at a drive strength greater than 1.
- The count of endpoints failing setup in the final report is 137.
- Cells fill a little over a fifth of the core in the end.
- The post-synthesis instance area is ~0.0029 mm^2.
- The critical path in the final layout is reported with a setup slack of -0.05211 ns.
- The CTS tree is yes.
- 0 antenna diodes ended up in the layout.
- Ranking logic cells in the layout by count gives the top entries sky130_fd_sc_hd__clkdlybuf4s50_1, sky130_fd_sc_hd__buf_2, sky130_fd_sc_hd__dfxtp_1, sky130_fd_sc_hd__dfxtp_2, sky130_fd_sc_hd__clkbuf_16.
- The final layout reports a setup TNS of -2.128 ns.
- The synthesis warning total is 1.
- The final number of hold-violating endpoints is 0.
- The number of global-route vias before repair is about 2,500.
- The clock root buffer master is sky130_fd_sc_hd__clkbuf_16.
- Looking at the clock tree report, the maximum root-to-sink buffer count equals 2.
- The non-filler instance count after layout is ~860.
- The share of the clock period used by the worst path is 105.2%.
- The count of instantiated cells in the yosys netlist is 147.
- The average instance in the mapped netlist occupies between 20 and 25 um^2.
- The static leakage power is approximately 0.0027 uW.
- The post-synth register bit count is ~150.
- The routed layout has 2,232 vias.
- Hold timing on the final database bottoms out at a slack of about 0.22 ns.
- The count of routing violations after the opening detailed-route iteration is 20.
- In the routed design, unresolved DRC markers number 0.
- The area share of the largest cell type after synthesis is 100.0%.
- The floorplan has about 62 rows.
- The post-DP HPWL is around 9.8 mm.
- For this run, the chip area from Yosys synthesis comes to 0.002943 mm^2.
- Entering global routing, the biggest net connects 17 pins.
- The type of the tightest min-delay check is in2reg.
- The maximum vdd ir drop is 1.336 mV.
- The tool warning count is 27.
- The final reports fail on setup timing.
[through the flow]
step | total power (uW) | area [um^2]
floorplan | 6291 | 2943
global placement | 7533 | 6366
detailed placement | 7542 | 6366
CTS | 13900 | 6272
global route | 14210 | 6294
finish | 13550 | 6294
[final cells by class]
type                  instances  area (um^2)  area share [%]
tap                         384        480.5           7.634
sequential                  147         2968           47.16
timing repair buffer        294         2245           35.67
clock buffer                 19        452.9           7.197
clock inverter               13        147.6           2.346
[cell usage after synthesis]
cell type                   n
sky130_fd_sc_hd__dfxtp_1  147
[where the power goes]
group | switching [uW] | leakage (uW) | internal, uW | total [uW]
Clock | 2620 | 0.000283 | 3840 | 6460
Combinational | 151 | 0.00117 | 699 | 850
Sequential | 64.5 | 0.00124 | 6180 | 6240
Total | 2830 | 0.00269 | 10700 | 13600
[final timing paths]
check | startpoint | endpoint | slack (ns) | cells past startpoint
hold / removal | RD2_IN[13] | RD2_OUT[13]$_DFF_P_ | 0.22 | 1
setup / recovery | RD1_OUT[9]$_DFF_P_ | RD1_OUT[9] | -0.05 | 1
[state kept, by name, summed over array words and instances, names as in the netlist]
name,count
PC_OUT,32
WR1_OUT,5
RD2_OUT,32
WR2_OUT,5
WB_OUT,2
MEM_OUT,3
EX_OUT,4
IR_LO_EX_OUT,32
RD1_OUT,32
[logic make-up after synthesis]
logic type	Yosys count	share of synthesized area, %
flops	147	100.0
[routing by layer]
| metal | wire length [um] | part of all wire (%) | up-vias | global-route usage (%) |
|---|---|---|---|---|
| met5 | 0 | 0 | - | 0 |
| met4 | 172 | 1.4 | 0 | 0.8945 |
| met3 | 1969 | 16 | 9 | 4.351 |
| met2 | 5728 | 48 | 174 | 10.02 |
| met1 | 4092 | 34 | 963 | 6.126 |
| li1 | - | - | 1086 | - |
[what timing repair did]
item,in CTS,in global routing
hold buffers,0,0
gates cloned,0,0
setup buffers,0,0
endpoints found under the setup margin,147,147
resized,492,9
No activity file was given, so power comes from the tool's default toggle rates.
